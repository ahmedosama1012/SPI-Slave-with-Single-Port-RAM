--- flow/run.sh ---
#!/bin/bash
# OpenROAD 26Q1-2900-gdf79404cd8, Yosys 0.63+post, stock flow scripts
make -C /OpenROAD-flow-scripts/flow DESIGN_CONFIG=/design/flow/config.mk WORK_HOME=/design/flow/orfs finish
--- flow/config.mk ---
export PLATFORM = sky130hd
export DESIGN_NAME = Master
export DESIGN_NICKNAME = Master
export VERILOG_FILES = /design/flow/design.v
export SDC_FILE = /design/flow/constraint.sdc
export NUM_CORES = 4
export LEC_CHECK = 1
export CORE_UTILIZATION = 40
--- flow/constraint.sdc ---
current_design Master

set clk_period 18.4
set clk_io_pct 0.2

create_clock -name clk0 -period $clk_period [get_ports {clk}]

set non_clock_inputs [all_inputs -no_clocks]
set_input_delay [expr $clk_period * $clk_io_pct] -clock clk0 $non_clock_inputs
set_output_delay [expr $clk_period * $clk_io_pct] -clock clk0 [all_outputs]
--- flow/design.v ---
module Master(SS_n,MOSI,MISO,clk,rst_n);
input MOSI,SS_n,clk,rst_n;
 output MISO;
 wire rx_valid;
wire [9:0] rx_data;
wire [7:0] tx_data;
wire tx_valid;
 SPI   s1 (clk,rst_n,MOSI,MISO,SS_n,rx_data,rx_valid,tx_data,tx_valid);
RAM_pr2  R1(clk,rst_n,rx_data,rx_valid,tx_data,tx_valid);
endmodule
module RAM_pr2(clk,rst_n,din,rx_valid,dout,tx_valid);
parameter MEM_DEPTH = 256;
parameter ADDR_SIZE = 8;
input [9:0] din;
input rx_valid,clk,rst_n;
output reg[7:0] dout;
output reg tx_valid;
reg [ADDR_SIZE-1:0] wr_address;
reg [ADDR_SIZE-1:0] mem_1 [MEM_DEPTH-1:0];
always @(posedge clk,negedge rst_n) begin
    if(!rst_n)
    begin
    dout<=0;
    tx_valid<=0;
    end
    else
    begin
    if(rx_valid==1)
    begin
    case (din[9:8])
    2'b00: begin
      wr_address<= din[7:0];
      tx_valid<=0;  
    end
    2'b01: begin
        mem_1[wr_address]<= din[7:0];
        tx_valid<=0;
    end
    2'b10:begin
         wr_address<= din[7:0];
         tx_valid<=0;
    end
    2'b11: begin
        dout<= mem_1[wr_address];
        tx_valid<=1;
    end
     default: wr_address<= din[7:0];
    endcase
    end
end
end 
endmodule
module SPI (clk,rst_n,MOSI,MISO,SS_n,rx_data,rx_valid,tx_data,tx_valid);
parameter IDLE=3'b000;
parameter CHK_CMD=3'b001;
parameter WRITE=3'b010;
parameter READ_ADDRESS=3'b011;
parameter READ_DATA=3'b100;
input MOSI,SS_n,clk,rst_n;
 output reg rx_valid;
output reg [9:0] rx_data;
input [7:0] tx_data;
input tx_valid;
reg  rd_address_first;
output reg MISO;
reg[3:0] count_1;
reg [3:0]count_2;
reg [3:0] count_3;
(* fsm_encoding = "gray" *)
reg [2:0] ns,cs;
always@(cs,MOSI,SS_n)
begin
case (cs)
    IDLE:begin
        if(!SS_n)
        ns=CHK_CMD;
        else
        ns= IDLE;
    end
    CHK_CMD:begin
        if(SS_n==0)
        begin
        if(MOSI==0)
        ns=WRITE;
        else
        if(rd_address_first==0)
        begin
        ns=READ_ADDRESS;
        end
        else
        begin
        ns=READ_DATA;
        end
        end
        else
        ns= IDLE;
    end
    WRITE:begin
        if(SS_n)
        ns= IDLE;
        else
        begin
        if(count_1 <10)
        ns= WRITE;
        end
    end
    READ_ADDRESS:begin
        if(SS_n)
        ns=IDLE;
        else
        begin
            if(count_2 < 10)
            ns=READ_ADDRESS;
    end 
    end
    READ_DATA: begin
         if(SS_n)
        ns=IDLE;
        else
        begin
            if(count_3 < 8)
            ns=READ_DATA;
    end 
    end
    default: ns= IDLE;
endcase    
end
always@(posedge clk,negedge rst_n)
begin
  if(!rst_n)
   cs<=IDLE; 
else
cs<= ns;
end
always@(posedge clk,negedge rst_n)
begin
if(!rst_n)
begin
  rx_data<=0;
  rx_valid<=0;
  count_1<=0;
   count_2<=0;
  rd_address_first<=0;
  count_3<=0;
MISO<=0;
end
else
case(cs)
IDLE:begin
  rx_valid<=0;
  count_1<=0;
 count_2<=0;
  count_3<=0;  
end
CHK_CMD:begin
    rx_valid<=0;
    count_1<=0;
   count_2<=0;
    count_3<=0;
end
WRITE: begin
    if(count_1<10)
    begin
        rx_data<={rx_data[8:0],MOSI};
        count_1<=count_1+1;
    end
        else
        rx_valid<=1;
    end
READ_ADDRESS: begin
 rd_address_first<=1;
    if(count_2<10)
    begin
        rx_data<={rx_data[8:0],MOSI };
       count_2<=count_2+1;
    end
        else
        rx_valid<=1;
    end
    READ_DATA: begin
    rd_address_first<=0;
    if(count_2<10)
    begin
        rx_data<={rx_data[8:0],MOSI };
       count_2<=count_2+1;
    end
        else
        begin
        rx_valid<=1;
        if(count_3 < 8 )
        begin
            if(tx_valid==1)
            begin
            MISO <= tx_data[7-count_3];
            count_3<=count_3+1;
            end
        end
        end    
    end
    default:begin
  rx_valid<=0;
  count_1<=0;
 count_2<=0;
  count_3<=7;  
end 
    endcase
end
endmodule
==> qor.txt <==
Status -> finished with violations
Failing checks -> capacitance limit, slew limit
Area of the core -> 198000 um^2
Final Hold Viols -> 0
Worst setup EP type -> register
WP data required -> 19.05 ns
Syn_area_per_cell -> 15.81 um^2
Layout cells sized above 1 -> 16.51%
Synth Flop Type -> edfxtp_1
Die height -> 449.3 um
Max Fclk -> 152.3 MHz
Hold Crit Depth -> 1
CP peak stage delay -> 1.05 ns
Mapped cell area -> 80040 um^2
Antenna violations before repair -> 119
Slew headroom -> -1.548%
Finished Cell Area -> 93290 um^2
Hold EP -> R1.tx_valid$_DFFE_PN0P_
Synthesis-to-finish area growth -> 16.55%
Main area contributors -> edfxtp_1, nand3_1, a22oi_1, nand4_1, nor2_1
CP Max Fanout -> 34
Max Cap Viol -> 1
Slew @ Worst Pin -> 1.509 ns
DR WL/cell -> 71.88 um
Port buffer count -> 4
#FFs+latches synth -> 2096
Post-CTS setup buffers -> 0
GRT Residual Overflow -> 0
Clk_skew -> 0.02897 ns
Register pins left without a clock -> 3
Final setup TNS -> 0 ns
AND-OR/OR-AND Cells, Area Fraction -> 9.154%
CTS tree -> done
Unrepaired setup endpoints after global routing -> no
Htree depth -> 4
Top comb family, area -> simple AND/OR/NAND/NOR gates
Num CTS Buffers -> 219
Simple-gate share of the synthesized area -> 9.925%
Worst r2r src -> R1.wr_address[3]$_DFFE_PP_
Yosys xor share -> 0.02188%
DRT Pass-1 Iters -> 7
Post-Synth Adder-Cell Area -> 0.04690%
DP HPWL -> 429600 um
Largest net degree at the start of global routing -> 86
Global-route wire length before repair -> 740200 um
P per Cell Area -> 106.1 nW/um^2
Critical Path AT -> 7.22 ns
Number of unconstrained endpoints -> 6
GR Util met2 -> 73.70%
Power, Total -> 9.894 mW
Vias per inst -> 7.887
Setup crit start -> R1.wr_address[3]$_DFFE_PP_
Post-synth ARST share -> 1.765%
I/O pin total -> 5
Die Width -> 449.3 um
Worst reg2reg path depth -> 11
Floorplan Utilization -> 40.42%
Sequence of cells on the critical path -> buf_4, and4bb_4, buf_4, buf_4, nand3_1, nand4_1, nor4_1, nand4_1, nor4_1, buf_4, a31oi_1
CP Class -> register to register
Slew Limit Fails -> 2
Bufs on Longest Clock Path -> 3
Flip-flops with a built-in enable -> 2056
Ys Warns -> 5
Fin crit share -> 35.68%
Mux area share -> 0.2235%
WHS -> 0.4932 ns
Hold WC Path Type -> register to register
Tot GR Track Use -> 64.67%
Cell Area, Placed -> 85840 um^2
Root buffer cell -> clkbuf_16
Yosys Instances -> 5064
R2R setup slack -> 11.84 ns
Post-cts gate resize count -> 0
Cell count after synthesis -> 5064
Worst-Skew Late Latency -> 0.92 ns
Yosys top cell area share -> 77.13%
OpenROAD warning count -> 26
Vias in the first global route -> 62940
Combinational Area -> 16160 um^2
Synth unique cells -> 67
Die ar. -> 201900 um^2
Initial DRC Count -> 9644
Most prevalent standard cell on the critical path -> buf_4
CP Launch Type -> register
Clock transition at path regs -> 0.06 ns
M3 GR Usage -> 61.52%
Final ANT Viol Nets -> 0
Tmin final -> 6.565 ns
Yosys chip area -> 80040 um^2
Yosys top cell by area -> edfxtp_1
# hold bufs at CTS -> 0
VDD IR max -> 0.1052 mV
M1 GR Usage -> 64.11%
Leakage -> 28.45 nW
Filler cell count -> 16790
Via count -> 65520
Routability congestion estimate -> 1.298
HP Start -> R1.tx_valid$_DFFE_PN0P_
Reg2reg end -> R1.dout[7]$_DFFE_PN0P_
Register area -> 62740 um^2
FP Rows -> 163
GR peak layer -> met2
Final wirelength -> 597100 um
Slowest cell on the critical path -> nor4_1
DRC Markers -> 0
Endpoints failing setup -> 0
Yosys cell counts (9+ instances only):
cell type	count
nor2_1	291
nor4bb_1	11
a22oi_1	412
buf_4	10
nand4b_1	9
clkbuf_1	173
and4_1	9
o211ai_1	17
buf_1	98
dfrtp_1	37
buf_2	134
nand3_1	673
a22o_1	77
or4_1	33
nor3_1	56
o22ai_1	174
a221oi_1	32
nand2_1	99
edfxtp_1	2056
a32oi_1	96
nor4_1	84
o21ai_0	19
nand4bb_1	10
a222oi_1	12
and3_1	22
mux2_2	11
nand4_1	184
a21oi_1	112
placed cells by master (no fill, tap or decap), types with 12 or more instances in the layout:
cell / instances
edfxtp_1: 2056
nand3_1: 673
buf_4: 450
a22oi_1: 412
nor2_1: 286
clkbuf_16: 223
nand4_1: 184
o22ai_1: 174
diode_2: 150
a21oi_1: 112
nand2_1: 96
a32oi_1: 96
a22o_1: 77
nor4_1: 74
clkinv_2: 53
clkbuf_1: 47
clkinv_1: 41
nor3_2: 39
or4_1: 33
a221oi_1: 31
dfrtp_1: 29
and3_1: 22
bufinv_16: 20
o21ai_0: 19
nor3_1: 17
o211ai_1: 17
a222oi_1: 12
clkinvlp_4: 12
worst max-delay path, delay by kind of cell, from the launching register on:
family	cells	cell delay [ns]
compound gates	1	0.24
flops	1	0.32
simple gates	6	4.22
buf+inv	4	1.43
flip-flops by register name, indices dropped and copies added (netlist names):
| register | count |
|---|---|
| s1.count_1 | 4 |
| s1.count_3 | 4 |
| s1.rd_address_first | 1 |
| s1.rx_valid | 1 |
| R1.dout | 8 |
| R1.wr_address | 8 |
| s1.rx_data | 10 |
| s1.count_2 | 4 |
| R1.mem_1 | 2048 |
| s1.cs | 3 |
| R1.tx_valid | 1 |
| s1.ns | 3 |
| s1.MISO | 1 |
per-stage QoR:
stage / cells / util (%) / worst slack (ns)
5_1_grt: 8254 / 47.04 / 11.96
2_1_floorplan: 5064 / - / 12.64
6_report: 8307 / 47.11 / 11.84
3_3_place_gp: 7748 / 43.34 / 11.23
3_5_place_dp: 7749 / 43.34 / 11.25
4_1_cts: 8156 / 46.92 / 12.19
worst max-delay path by stage:
| stage | endpoint | cells past startpoint |
|---|---|---|
| finish | R1.dout[7]$_DFFE_PN0P_ | 11 |
| global route | R1.mem_1[137][2]$_DFFE_PP_ | 8 |
| CTS | R1.mem_1[137][2]$_DFFE_PP_ | 8 |
layout make-up:
type	instances	area share [%]
Tap cell	2640	3.541
Antenna cell	150	0.4024
Timing Repair Buffer	465	3.885
Clock inverter	137	1.408
Sequential cell	2096	67.25
Inverter	5	0.02012
Multi-Input combinational cell	2544	17.32
Clock buffer	270	6.171
kinds of logic after synthesis:
kind of cell    Yosys count
mux                      14
compound gates         1004
buf+inv                 424
flops                  2093
fa+ha+maj                 3
xor+xnor                  2
latches                   3
simple gates           1521
report_power, final:
group / internal (mW) / switching (mW) / total, mW / leakage [nW]
logic: 0.0163 / 0.150 / 0.166 / 5.87
clock network: 2.50 / 1.99 / 4.49 / 3.45
registers: 5.23 / 0.0159 / 5.24 / 19.1
per-layer routing:
metal  part of all wire (%)  wire length (um)
met1                     27            163700
met2                     37            220300
met3                     22            130600
met4                     12             70840
met5                    2.0             11750
Power and IR drop assume default switching activity.
